==> /design/flow/design.v <==
module regFile (
	input wire[2:0] addrA, addrB, inAddr,
	output wire[15:0] outA, outB,
	input wire[15:0] inData,
	input WE, clk
);
	reg[15:0] regs[0:7];
	initial begin
		regs[0] = 0;
		regs[1] = 16'h0001;
		regs[2] = 16'h0002;
		regs[3] = 16'h0003;
	end
	assign outA = regs[addrA];
	assign outB = regs[addrB];
	always@(negedge clk) begin
		if(WE == 1)
			regs[inAddr] = inData;
	end
endmodule
==> /design/flow/run.sh <==
#!/bin/bash
# OpenROAD 26Q1-2900-gdf79404cd8, Yosys 0.63+post, stock flow scripts
make -C /OpenROAD-flow-scripts/flow DESIGN_CONFIG=/design/flow/config.mk WORK_HOME=/design/flow/orfs finish
==> /design/flow/config.mk <==
export PLATFORM = sky130hd
export DESIGN_NAME = regFile
export DESIGN_NICKNAME = regFile
export VERILOG_FILES = /design/flow/design.v
export SDC_FILE = /design/flow/constraint.sdc
export NUM_CORES = 4
export LEC_CHECK = 1
export CORE_UTILIZATION = 40
==> /design/flow/constraint.sdc <==
current_design regFile

set clk_period 4.4
set clk_io_pct 0.2

create_clock -name clk0 -period $clk_period [get_ports {clk}]

set non_clock_inputs [all_inputs -no_clocks]
set_input_delay [expr $clk_period * $clk_io_pct] -clock clk0 $non_clock_inputs
set_output_delay [expr $clk_period * $clk_io_pct] -clock clk0 [all_outputs]
==> flow_metrics.env <==
# physical design summary
export IMPL_ys_flop_type="edfxtp_1"
export IMPL_arrival_ns=3.99
export IMPL_hpwl_um=7240
export IMPL_async_flop_share_pct=0
export IMPL_area_leaders="edfxtp_1 64%, mux4_1 24%, mux2_2 6.0%, mux4_2 3.0%, buf_6 1.5%"
export IMPL_n_antenna_cell=0
export IMPL_netSwitchingFraction_pct=24.8
export IMPL_via_count=3365
export IMPL_setup_slack_ns=-0.472
export IMPL_endpoint_kind="output port"
export IMPL_comb_power_share_pct=7.9
export IMPL_drive_gt1_share_pct=38.3
export IMPL_die_area_um2=15600
export IMPL_clockPowerShare_pct=53.2
export IMPL_drt_iter0_markers=148
export IMPL_top_area_share_pct=63.5
export IMPL_edf_count=128
export IMPL_regArea_um2=3840
export IMPL_syn_to_final_growth_pct=30.1
export IMPL_maxCapViolCount=0
export IMPL_worst_slew_pin_slew_ns=0.423
export IMPL_io_buffers=58
export IMPL_grt_pass1_vias=4074
export IMPL_largest_register_ffs=128
export IMPL_grt_use_total_pct=19.1
export IMPL_p_int_mw=2.73
export IMPL_warning_count=155
export IMPL_placed_area_um2=6970
export IMPL_yosysChipArea_um2=6050
export IMPL_hold_viol=0
export IMPL_violations="setup timing"
export IMPL_slew_headroom_pct=71.8
export IMPL_ys_types=13
export IMPL_gp_congestion=0.780
export IMPL_min_from="addrB[0]"
export IMPL_pwr_density_cell_nw_per_um2=461
export IMPL_ys_cells=256
export IMPL_hold_ws_ns=2.59
export IMPL_fp_utilization_pct=41.3
export IMPL_detail_route_antenna_nets=0
export IMPL_startpoint="regs[1][5]"
export IMPL_cts_sinks=128
export IMPL_ys_seq_share_pct=63.5
export IMPL_worst_ep_required_time_ns=3.52
export IMPL_cts_tree="yes"
export IMPL_p_total_mw=3.63
export IMPL_grt_overflow_total=0
export IMPL_vias_per_cell=5.08
export IMPL_clock_path_buffers=2
export IMPL_htree_levels=4
export IMPL_switching_power_uw=900
export IMPL_drcViolationCount=0
export IMPL_cts_root_buf="clkbuf_16"
export IMPL_status="finished with violations"
export IMPL_synth_cell_area_um2=6050
export IMPL_dieWidth_um=125
export IMPL_wl_um=12700
export IMPL_grt_pass1_wl_um=20200
export IMPL_routedWlPerCell_um=19.2
export IMPL_yosysWarnings=1
export IMPL_critPathKind="flip-flop to output port"
export IMPL_synth_most_common_cell="edfxtp_1"
export IMPL_finalInstanceArea_um2=7870
export IMPL_nFillCells=1148
export IMPL_dieHeight_um=125
export IMPL_rows=44
export IMPL_avgSynthCellArea_um2=23.6
export IMPL_comb_area_um2=2000
export IMPL_p_seq_share_pct=38.9
export IMPL_post_route_util_pct=53.8
export IMPL_core_area_um2=14600
export IMPL_io_pins=59
export IMPL_yosys_top_cells_count="128 x edfxtp_1, 56 x mux4_1, 32 x mux2_2"
export IMPL_finalSetupViolCount=32
export IMPL_grt_max_degree=33
export IMPL_peakVddDrop_v=0.000429
export IMPL_finalMaxSlewViolations=0
export IMPL_numCtsBuffers=17
export IMPL_cts_hold_buf=0
export IMPL_synthCells=256
export IMPL_path_max_fanout=2
export IMPL_hold_path_class="primary input to output port"
export IMPL_antenna_found_initial=0
export IMPL_p_leak_nw=3.24
export IMPL_start_kind="flip-flop"
export IMPL_clk_pin_slew_ns=0.03
export IMPL_drt_pass1_iterations=20
export IMPL_rsz0062_at_grt="true"
export IMPL_ys_flops=128
export IMPL_netlist_top_cell_by_area="edfxtp_1"
==> cell usage in the layout (no fill, tap or decap), drive strengths merged <==
cell and count:
inv 135, edfxtp 128, clkdlybuf4s50 24, nor3 2
clkinvlp 2, clkinv 1, bufinv 5, mux4 64
nand2 2, mux2 32, buf 56, clkbuf 18
nor2 6, nand2b 3
==> what timing repair did <==
item                       4_1_cts  5_1_grt
resized                        181        5
buffers inserted                 1        0
setup endpoints to repair       32       32
==> path summary, 6_finish.rpt <==
check	endpoint	slack, ns	depth (start not counted)
hold / removal	outB[1]	2.59	4
setup / recovery	outB[5]	-0.47	4
==> power by group through the flow <==
stage / combinational, mW / clock [mW] / sequential, mW
after CTS: 0.291 / 1.99 / 1.41
after global routing: 0.313 / 2.13 / 1.41
final: 0.288 / 1.93 / 1.41
==> through the flow <==
step                      TNS (ns)  cells  setup WS (ns)
after floorplan                  0    256         0.0241
after global routing        -13.80    662         -0.538
after global placement      -15.28    502         -0.274
final                       -11.54    662         -0.472
after CTS                   -12.23    662         -0.484
after detailed placement    -17.94    502         -0.280
==> critical path, cell delays in order (launching register included) <==
cell	delay, ns
edfxtp_1	0.38
buf_4	0.14
mux4_2	0.43
mux2_4	0.29
buf_6	0.11
==> per-layer routing <==
metal	wire length, um	vias up	GRT usage (%)	share of wire [%]
met5	0	-	0	0
met4	140	0	6.74	1.1
met3	1590	13	14.7	12
met2	6380	186	26.7	50
met1	4630	1625	23.6	36
li1	-	1541	-	-
==> cell families after synthesis <==
logic type / count (synthesis) / synth area share [%]
AND/OR/NAND/NOR: 13 / 0.972
multiplexers: 96 / 33.3
buffers and inverters: 19 / 2.21
flip-flops: 128 / 63.5
==> layout make-up <==
cell class              instances  share of cell area, %
flip-flops and latches        128                   48.8
multi-input cells             109                   25.4
clock inverters               143                   8.77
repair buffers                 81                   8.68
clock buffers                  17                   5.40
well taps                     184                   2.92
Power is estimated from default activity; no workload was simulated.
